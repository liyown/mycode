<file path="./design.v">
module fenpin(clkin,clk6hz,clk190hz,clk760hz);
input clkin;
output clk6hz,clk190hz,clk760hz;
reg[25:0] qout;
always @(posedge clkin)
begin
 qout<=qout+1;
end
assign clk6hz=qout[23];
assign clk190hz=qout[18];
assign clk760hz=qout[16];
endmodule
</file>
<file path="./config.mk">
export PLATFORM = sky130hd
export DESIGN_NAME = fenpin
export DESIGN_NICKNAME = fenpin
export VERILOG_FILES = /design/flow/design.v
export SDC_FILE = /design/flow/constraint.sdc
export NUM_CORES = 4
export LEC_CHECK = 1
export CORE_AREA = 10 10 100 100
export DIE_AREA = 0 0 110 110
</file>
<file path="./constraint.sdc">
current_design fenpin

set clk_period 4.0
set clk_io_pct 0.2

create_clock -name clk0 -period $clk_period [get_ports {clkin}]

set non_clock_inputs [all_inputs -no_clocks]
set_input_delay [expr $clk_period * $clk_io_pct] -clock clk0 $non_clock_inputs
set_output_delay [expr $clk_period * $clk_io_pct] -clock clk0 [all_outputs]
</file>
<file path="./run.sh">
#!/bin/bash
# OpenROAD 26Q1-2900-gdf79404cd8, Yosys 0.63+post, stock flow scripts
make -C /OpenROAD-flow-scripts/flow DESIGN_CONFIG=/design/flow/config.mk WORK_HOME=/design/flow/orfs finish
</file>
==> impl_metrics.py <==
# Auto-generated metrics
metrics = {
    "detailed_routing": {
        "postRouteAntennaNets": 0,
        "viasPerCell": 2.945,
        "drc": 0,
        "first_iter_violations": 24,
        "wl_per_cell_microns": 6.930,
        "drt-pass1-iter-count": 2,
        "routed_wl_mm": 1.379,
        "antenna_cells_inserted": 0,
        "dr_total_vias": 586,
    },
    "sta": {
        "fin_crit_sh_pct": 48.83,
        "finalHoldViolCount": 0,
        "fmax_ghz": 0.5119,
        "rsz0062_at_grt": "no",
        "slew_violations": 0,
        "worstMarginPinSlew_ns": 0.3634,
        "setup_viol_count_final": 0,
        "slew_headroom_pct": 75.59,
        "period_needed_ns": 1.953,
        "skew_ns": 0.001204,
        "finalSetupTns_ns": 0,
    },
    "global_routing": {
        "antenna_found_initial": 0,
        "track_usage_pct": 2.432,
        "grt_max_degree": 14,
        "grt_pass1_vias": 563,
        "grt_pass1_wl_mm": 2.470,
        "grt-ovfl-total": 0,
    },
    "setup_path": {
        "cp_max_fo": 5,
        "critPathMaxStageDelay_ns": 0.49,
        "cp_top_family": "buffers and inverters",
        "startpoint_type": "register",
        "worst-path-buf-inv": 1,
        "required_ns": 3.20,
        "cp_slowest_cell": "clkdlybuf4s50_1",
        "crit_type": "register to primary output",
        "end_kind": "primary output",
        "rrSetupSlack_ns": 2.30,
        "worstPathArrival_ns": 1.15,
        "path_cells": "clkdlybuf4s50_1",
    },
    "clock_tree": {
        "cts_tree": "yes",
        "holdBufCountCts": 0,
        "root_buffer": "clkbuf_8",
        "numCtsBuffers": 3,
        "htreeDepth": 1,
        "cts_buffer_depth": 2,
        "postCtsResizedCells": 0,
        "clk_latency_ns": 0.26,
        "post-cts-setup-buffer-count": 0,
        "cts.sinks": 24,
        "clk_pin_slew_ns": 0.08,
    },
    "cells_and_area": {
        "most-common-layout-cells": "24 x dfxtp_1, 13 x xnor2_1, 9 x nand3_1, 9 x nand2_1, 9 x xor2_1",
        "area_growth_pct": 20.75,
        "postLayoutCoreUtil_pct": 15.02,
        "nFillCells": 869,
        "mi_logic_area_sq_um": 467.9,
        "drive_gt1_share_pct": 9.278,
        "seqCellArea_sq_um": 480.5,
        "layout_top_cell": "dfxtp_1",
        "largest_reg_flops": 24,
        "regMostFlops": "qout",
        "reg_top3": "qout (24)",
    },
    "die": {
        "fp_util_pct": 12.44,
        "ioPinCount": 4,
        "die_h_microns": 110,
        "fp.dieW_microns": 110,
        "rows": 32,
        "core_area_sq_mm": 0.007807,
        "dieArea_sq_mm": 0.01210,
    },
    "yosys": {
        "synth.distinct_cells": 18,
        "ys_seq_share_pct": 49.48,
        "ys_seq_elements": 24,
        "ys_chip_area_sq_um": 970.9,
        "synth-cells-yosys": 91,
        "synthCells": 91,
        "yosysWarnings": 1,
        "avgSynthCellArea_sq_um": 10.67,
        "syn_area_sq_um": 970.9,
    },
    "outcome": {
        "status": "completed",
    },
    "power": {
        "power.total_uw": 399.0,
        "irDropWorstVdd_v": 0.0001724,
        "leakage_nw": 0.4085,
        "powerDensity_mw_per_mm2": 340.3,
    },
    "run": {
        "warning_count": 25,
        "cap_violations": 0,
    },
    "placed_design": {
        "gp_routability_congestion": 0.7632,
        "port_buffers": 3,
        "dp.final_hpwl_microns": 989.6,
    },
    "worst_hold_path": {
        "worst_hold_path_type": "register to register",
    },
}
==> where the power goes <==
part / internal [mW] / switching, mW
Clock: 0.0878 / 0.0726
Combinational: 0 / 0
Sequential: 0.239 / 0
==> final timing paths <==
kind / start / endpoint / cells after the start
max reg2reg: qout[0] / qout[18] / 5
min reg2reg: qout[0] / qout[0] / 1
min: qout[0] / qout[0] / 1
max: qout[16] / clk760hz / 1
==> stage by stage <==
stage | hold WS (ns) | worst slack, ns | cell area (sq um) | std cells
floorplan | 0.3829 | 2.509 | 970.9 | 91
global placement | 0.3923 | 2.323 | 1117 | 195
detailed placement | 0.4014 | 2.319 | 1117 | 195
CTS | 0.4220 | 2.023 | 1172 | 199
global route | 0.4583 | 1.977 | 1172 | 199
finish | 0.4152 | 2.047 | 1172 | 199
==> Yosys cell counts <==
cell type  instances  area [sq um]
xor2_1             9         78.83
or2_1              1         6.260
buf_6              1         11.26
nor2_1             7         26.28
nor4_4             3         63.81
inv_1              3         11.26
nand3_1            9         45.04
and4_1             1         8.760
dfxtp_1           24         480.5
and3_1             2         12.51
nand4_4            1         21.27
nand3_2            1         10.01
nor3_1             2         10.01
nand2_1            9         33.78
nor4_1             1         6.260
ha_1               1         12.51
nand4_1            3         18.77
xnor2_1           13         113.9
==> cell families (layout without fill, tap and decap cells) <==
group | Yosys count | in the layout | synth area share [%]
xor gates and xnor gates | 22 | 22 | 19.85
adders and majority gates | 1 | 1 | 1.288
buffers and inverters | 4 | 10 | 2.319
DFF | 24 | 24 | 49.48
and+or+nand+nor | 40 | 40 | 27.06
==> area by class of cell <==
cell class / instances / area share (%)
clock buffer: 4 / 4.696
inverter: 3 / 0.9605
multi-input combinational: 63 / 39.91
sequential: 24 / 40.98
tap: 102 / 10.89
timing repair buffer: 3 / 2.561
==> layer usage <==
| layer | vias up | track usage [%] | wire, microns |
|---|---|---|---|
| met2 | 7 | 3.472 | 556 |
| met4 | 0 | 0 | 0 |
| met3 | 0 | 1.175 | 71 |
| met1 | 265 | 3.472 | 751 |
| met5 | - | 0 | 0 |
| li1 | 314 | - | - |
Power figures rest on the tool's default switching activity, not on a simulated workload.
